--- design/flow/run.sh ---
#!/bin/bash
# OpenROAD 26Q1-2900-gdf79404cd8, Yosys 0.63+post, stock flow scripts
make -C /OpenROAD-flow-scripts/flow DESIGN_CONFIG=/design/flow/config.mk WORK_HOME=/design/flow/orfs finish
--- design/flow/design.v ---
module butterfly #(
    parameter WD = 12
)(
    input  signed [WD-1:0] din_a_re,
    input  signed [WD-1:0] din_a_im,
    input  signed [WD-1:0] din_b_re,
    input  signed [WD-1:0] din_b_im,
    output signed [WD-1:0] dout_a_re,
    output signed [WD-1:0] dout_a_im,
    output signed [WD-1:0] dout_b_re,
    output signed [WD-1:0] dout_b_im
);
    wire signed [WD:0] add_re, add_im, sub_re, sub_im;
    assign add_re = din_a_re + din_b_re;
    assign add_im = din_a_im + din_b_im;
    assign sub_re = din_a_re - din_b_re;
    assign sub_im = din_a_im - din_b_im;
    s_sat_13_12 sa0 (
        .din(add_re),
        .dout(dout_a_re)
    );
    s_sat_13_12 sa1 (
        .din(add_im),
        .dout(dout_a_im)
    );
    s_sat_13_12 sa2 (
        .din(sub_re),
        .dout(dout_b_re)
    );
    s_sat_13_12 sa3 (
        .din(sub_im),
        .dout(dout_b_im)
    );
endmodule
module fft_16 #(
    parameter WD = 12,
    parameter WNRD = 9
)(
    input                  clk,
    input                  rst_n,
    input                  en,
    input  signed [WD-1:0] sin_re,
    input  signed [WD-1:0] sin_im,
    output signed [WD-1:0] sout_re,
    output signed [WD-1:0] sout_im
);
    localparam W16_1_RE = 9'b011101100;
    localparam W16_1_IM = 9'b110011110;
    localparam W16_2_RE = 9'b010110101;
    localparam W16_2_IM = 9'b101001010;
    localparam W16_3_RE = 9'b001100001;
    localparam W16_3_IM = 9'b100010011;
    localparam W16_4_RE = 9'b000000000;
    localparam W16_4_IM = 9'b100000000;
    localparam W16_5_RE = 9'b110011110;
    localparam W16_5_IM = 9'b100010011;
    localparam W16_6_RE = 9'b101001010;
    localparam W16_6_IM = 9'b101001010;
    localparam W16_7_RE = 9'b100010011;
    localparam W16_7_IM = 9'b110011110;
    reg [3:0] count;
    reg  signed [WNRD-1:0] w1_re, w1_im, w2_re, w2_im;
    wire signed [WNRD-1:0] w3_re, w3_im;
    reg  signed [WD-1:0] d1_re [0:7];
    reg  signed [WD-1:0] d1_im [0:7];
    wire signed [WD-1:0] bf1_a_re;
    wire signed [WD-1:0] bf1_a_im;
    wire signed [WD-1:0] bf1_b_re;
    wire signed [WD-1:0] bf1_b_im;
    wire signed [WD-1:0] mux1_a_re;
    wire signed [WD-1:0] mux1_a_im;
    wire signed [WD-1:0] mux1_b_re;
    wire signed [WD-1:0] mux1_b_im;
    wire signed [WD-1:0] tf1_re;
    wire signed [WD-1:0] tf1_im;
    wire signed [WD-1:0] mux1_out_re;
    wire signed [WD-1:0] mux1_out_im;
    reg signed  [WD-1:0] stage1_out_re;
    reg signed  [WD-1:0] stage1_out_im;
    reg  signed [WD-1:0] d2_re [0:3];
    reg  signed [WD-1:0] d2_im [0:3];
    wire signed [WD-1:0] bf2_a_re;
    wire signed [WD-1:0] bf2_a_im;
    wire signed [WD-1:0] bf2_b_re;
    wire signed [WD-1:0] bf2_b_im;
    wire signed [WD-1:0] mux2_a_re;
    wire signed [WD-1:0] mux2_a_im;
    wire signed [WD-1:0] mux2_b_re;
    wire signed [WD-1:0] mux2_b_im;
    wire signed [WD-1:0] tf2_re;
    wire signed [WD-1:0] tf2_im;
    wire signed [WD-1:0] mux2_out_re;
    wire signed [WD-1:0] mux2_out_im;
    reg signed  [WD-1:0] stage2_out_re;
    reg signed  [WD-1:0] stage2_out_im;
    reg  signed [WD-1:0] d3_re [0:1];
    reg  signed [WD-1:0] d3_im [0:1];
    wire signed [WD-1:0] bf3_a_re;
    wire signed [WD-1:0] bf3_a_im;
    wire signed [WD-1:0] bf3_b_re;
    wire signed [WD-1:0] bf3_b_im;
    wire signed [WD-1:0] mux3_a_re;
    wire signed [WD-1:0] mux3_a_im;
    wire signed [WD-1:0] mux3_b_re;
    wire signed [WD-1:0] mux3_b_im;
    wire signed [WD-1:0] tf3_re;
    wire signed [WD-1:0] tf3_im;
    wire signed [WD-1:0] mux3_out_re;
    wire signed [WD-1:0] mux3_out_im;
    reg signed  [WD-1:0] stage3_out_re;
    reg signed  [WD-1:0] stage3_out_im;
    reg  signed [WD-1:0] d4_re;
    reg  signed [WD-1:0] d4_im;
    wire signed [WD-1:0] bf4_a_re;
    wire signed [WD-1:0] bf4_a_im;
    wire signed [WD-1:0] bf4_b_re;
    wire signed [WD-1:0] bf4_b_im;
    wire signed [WD-1:0] mux4_a_re;
    wire signed [WD-1:0] mux4_a_im;
    wire signed [WD-1:0] mux4_b_re;
    wire signed [WD-1:0] mux4_b_im;
    reg signed  [WD-1:0] stage4_out_re;
    reg signed  [WD-1:0] stage4_out_im;
    always @(posedge clk) begin
        if (!rst_n)
            count <= 4'd0;
        else if (en)
            count <= count + 1'b1;
        else
            count <= 4'd0;
    end
    assign mux1_a_re = (count[3])? bf1_a_re : d1_re[7];
    assign mux1_a_im = (count[3])? bf1_a_im : d1_im[7];
    assign mux1_b_re = (count[3])? bf1_b_re : sin_re;
    assign mux1_b_im = (count[3])? bf1_b_im : sin_im;
    assign mux1_out_re = ((count > 4'd0) & (count < 4'd8))? tf1_re : mux1_a_re;      
    assign mux1_out_im = ((count > 4'd0) & (count < 4'd8))? tf1_im : mux1_a_im;
    always @(*) begin
        w1_re <= W16_1_RE;
        w1_im <= W16_1_IM;
        case(count)
            4'd2: begin
                w1_re <= W16_2_RE;
                w1_im <= W16_2_IM;
            end
            4'd3: begin
                w1_re <= W16_3_RE;
                w1_im <= W16_3_IM;
            end
            4'd4: begin
                w1_re <= W16_4_RE;
                w1_im <= W16_4_IM;
            end
            4'd5: begin
                w1_re <= W16_5_RE;
                w1_im <= W16_5_IM;
            end
            4'd6: begin
                w1_re <= W16_6_RE;
                w1_im <= W16_6_IM;
            end
            4'd7: begin
                w1_re <= W16_7_RE;
                w1_im <= W16_7_IM;
            end
            default: begin
                w1_re <= W16_1_RE;
                w1_im <= W16_1_IM;
            end
        endcase
    end
    assign mux2_a_re = ((count == 0) | (count > 12) | (count > 4 & count < 9))? bf2_a_re : d2_re[3];
    assign mux2_a_im = ((count == 0) | (count > 12) | (count > 4 & count < 9))? bf2_a_im : d2_im[3];
    assign mux2_b_re = ((count == 0) | (count > 12) | (count > 4 & count < 9))? bf2_b_re : stage1_out_re;
    assign mux2_b_im = ((count == 0) | (count > 12) | (count > 4 & count < 9))? bf2_b_im : stage1_out_im;
    assign mux2_out_re = ((count > 1 & count < 5) | (count > 9 & count < 13))? tf2_re : mux2_a_re;
    assign mux2_out_im = ((count > 1 & count < 5) | (count > 9 & count < 13))? tf2_im : mux2_a_im;
    always @(*) begin
        w2_re <= W16_2_RE;
        w2_im <= W16_2_IM;
        case(count)
            4'd3: begin
                w2_re <= W16_4_RE;
                w2_im <= W16_4_IM;
            end
            4'd4: begin
                w2_re <= W16_6_RE;
                w2_im <= W16_6_IM;
            end
            4'd11: begin
                w2_re <= W16_4_RE;
                w2_im <= W16_4_IM;
            end
            4'd12: begin
                w2_re <= W16_6_RE;
                w2_im <= W16_6_IM;
            end
            default: begin
                w2_re <= W16_2_RE;
                w2_im <= W16_2_IM;
            end
        endcase
    end
    assign mux3_a_re = (~count[1])?
                        bf3_a_re : d3_re[1];
    assign mux3_a_im = (~count[1])?
                        bf3_a_im : d3_im[1];
    assign mux3_b_re = (~count[1])?
                        bf3_b_re : stage2_out_re;
    assign mux3_b_im = (~count[1])?
                        bf3_b_im : stage2_out_im;
    assign mux3_out_re = ((count==3) | (count==7) | (count==11) | (count==15))? tf3_re : mux3_a_re;
    assign mux3_out_im = ((count==3) | (count==7) | (count==11) | (count==15))? tf3_im : mux3_a_im;
    assign w3_re = W16_4_RE;
    assign w3_im = W16_4_IM;
    assign mux4_a_re = (~count[0])? bf4_a_re : d4_re;
    assign mux4_a_im = (~count[0])? bf4_a_im : d4_im;
    assign mux4_b_re = (~count[0])? bf4_b_re : stage3_out_re;
    assign mux4_b_im = (~count[0])? bf4_b_im : stage3_out_im;
    always @(posedge clk) begin
        if (!rst_n) begin
            d1_re[0] <= 12'd0;
            d1_im[0] <= 12'd0;
            d1_re[1] <= 12'd0;
            d1_im[1] <= 12'd0;
            d1_re[2] <= 12'd0;
            d1_im[2] <= 12'd0;
            d1_re[3] <= 12'd0;
            d1_im[3] <= 12'd0;
            d1_re[4] <= 12'd0;
            d1_im[4] <= 12'd0;
            d1_re[5] <= 12'd0;
            d1_im[5] <= 12'd0;
            d1_re[6] <= 12'd0;
            d1_im[6] <= 12'd0;
            d1_re[7] <= 12'd0;
            d1_im[7] <= 12'd0;
        end
        else begin
            d1_re[0] <= mux1_b_re;
            d1_im[0] <= mux1_b_im;
            d1_re[1] <= d1_re[0];
            d1_im[1] <= d1_im[0];
            d1_re[2] <= d1_re[1];
            d1_im[2] <= d1_im[1];
            d1_re[3] <= d1_re[2];
            d1_im[3] <= d1_im[2];
            d1_re[4] <= d1_re[3];
            d1_im[4] <= d1_im[3];
            d1_re[5] <= d1_re[4];
            d1_im[5] <= d1_im[4];
            d1_re[6] <= d1_re[5];
            d1_im[6] <= d1_im[5];
            d1_re[7] <= d1_re[6];
            d1_im[7] <= d1_im[6];
        end
    end
    butterfly bf1
    (
    .din_a_re   (d1_re[7]),
    .din_a_im   (d1_im[7]),
    .din_b_re   (sin_re),
    .din_b_im   (sin_im),
    .dout_a_re  (bf1_a_re),
    .dout_a_im  (bf1_a_im),
    .dout_b_re  (bf1_b_re),
    .dout_b_im  (bf1_b_im)
    );
    tf_multi tf1
    (
    .din_re     (mux1_a_re),
    .din_im     (mux1_a_im),
    .wnr_re     (w1_re),
    .wnr_im     (w1_im),
    .dout_re    (tf1_re),
    .dout_im    (tf1_im)
    );
    always @(posedge clk) begin
        if (!rst_n) begin
            stage1_out_re <= 12'd0;
            stage1_out_im <= 12'd0;
        end
        else begin
            stage1_out_re <= mux1_out_re;
            stage1_out_im <= mux1_out_im;
        end
    end
    always @(posedge clk) begin
        if (!rst_n) begin
            d2_re[0] <= 12'd0;
            d2_im[0] <= 12'd0;
            d2_re[1] <= 12'd0;
            d2_im[1] <= 12'd0;
            d2_re[2] <= 12'd0;
            d2_im[2] <= 12'd0;
            d2_re[3] <= 12'd0;
            d2_im[3] <= 12'd0;
        end
        else begin
            d2_re[0] <= mux2_b_re;
            d2_im[0] <= mux2_b_im;
            d2_re[1] <= d2_re[0];
            d2_im[1] <= d2_im[0];
            d2_re[2] <= d2_re[1];
            d2_im[2] <= d2_im[1];
            d2_re[3] <= d2_re[2];
            d2_im[3] <= d2_im[2];
        end
    end
    butterfly bf2
    (
    .din_a_re   (d2_re[3]),
    .din_a_im   (d2_im[3]),
    .din_b_re   (stage1_out_re),
    .din_b_im   (stage1_out_im),
    .dout_a_re  (bf2_a_re),
    .dout_a_im  (bf2_a_im),
    .dout_b_re  (bf2_b_re),
    .dout_b_im  (bf2_b_im)
    );
    tf_multi tf2
    (
    .din_re     (mux2_a_re),
    .din_im     (mux2_a_im),
    .wnr_re     (w2_re),
    .wnr_im     (w2_im),
    .dout_re    (tf2_re),
    .dout_im    (tf2_im)
    );
    always @(posedge clk) begin
        if (!rst_n) begin
            stage2_out_re <= 12'd0;
            stage2_out_im <= 12'd0;
        end
        else begin
            stage2_out_re <= mux2_out_re;
            stage2_out_im <= mux2_out_im;
        end
    end
    always @(posedge clk) begin
        if (!rst_n) begin
            d3_re[0] <= 12'd0;
            d3_im[0] <= 12'd0;
            d3_re[1] <= 12'd0;
            d3_im[1] <= 12'd0;
        end
        else begin
            d3_re[0] <= mux3_b_re;
            d3_im[0] <= mux3_b_im;
            d3_re[1] <= d3_re[0];
            d3_im[1] <= d3_im[0];
        end
    end
    butterfly bf3
    (
    .din_a_re   (d3_re[1]),
    .din_a_im   (d3_im[1]),
    .din_b_re   (stage2_out_re),
    .din_b_im   (stage2_out_im),
    .dout_a_re  (bf3_a_re),
    .dout_a_im  (bf3_a_im),
    .dout_b_re  (bf3_b_re),
    .dout_b_im  (bf3_b_im)
    );
    tf_multi tf3
    (
    .din_re     (mux3_a_re),
    .din_im     (mux3_a_im),
    .wnr_re     (w3_re),
    .wnr_im     (w3_im),
    .dout_re    (tf3_re),
    .dout_im    (tf3_im)
    );
    always @(posedge clk) begin
        if (!rst_n) begin
            stage3_out_re <= 12'd0;
            stage3_out_im <= 12'd0;
        end
        else begin
            stage3_out_re <= mux3_out_re;
            stage3_out_im <= mux3_out_im;
        end
    end
    always @(posedge clk) begin
        if (!rst_n) begin
            d4_re <= 12'd0;
            d4_im <= 12'd0;
        end
        else begin
            d4_re <= mux4_b_re;
            d4_im <= mux4_b_im;
        end
    end
    butterfly bf4
    (
    .din_a_re   (d4_re),
    .din_a_im   (d4_im),
    .din_b_re   (stage3_out_re),
    .din_b_im   (stage3_out_im),
    .dout_a_re  (bf4_a_re),
    .dout_a_im  (bf4_a_im),
    .dout_b_re  (bf4_b_re),
    .dout_b_im  (bf4_b_im)
    );
    always @(posedge clk) begin
        if (!rst_n) begin
            stage4_out_re <= 12'd0;
            stage4_out_im <= 12'd0;
        end
        else begin
            stage4_out_re <= mux4_a_re;
            stage4_out_im <= mux4_a_im;
        end
    end
    assign sout_re = stage4_out_re;
    assign sout_im = stage4_out_im;
endmodule
module s_sat_13_12 #(
    parameter   WIN  = 13,
    parameter   WOUT = 12
)(
    input  signed     [WIN-1:0]  din,
    output reg signed [WOUT-1:0] dout
);
always  @(*) begin
    if ((din[WIN-1] == 1'b1) && (din[WIN-2:WOUT-1] != { {WIN-WOUT}{1'b1} })) begin
        dout = {1'b1,{{WOUT-1}{1'b0}}};
    end
    else if ((din[WIN-1] == 1'b0) && (din[WIN-2:WOUT-1] != { {WIN-WOUT}{1'b0} })) begin
        dout = {1'b0,{{WOUT-1}{1'b1}}};
    end
    else begin
        dout = din[WOUT-1:0];
    end
end
endmodule
module s_sat_22_12 #(
    parameter   WIN  = 22,
    parameter   WOUT = 12
)(
    input  signed     [WIN-1:0]  din,
    output reg signed [WOUT-1:0] dout
);
always  @(*) begin
    if ((din[WIN-1] == 1'b1) && (din[WIN-2:WIN-3] != { 2{1'b1} })) begin
        dout = {1'b1,{{WOUT-1}{1'b0}}};
    end
    else if ((din[WIN-1] == 1'b0) && (din[WIN-2:WIN-3] != { 2{1'b0} })) begin
        dout = {1'b0,{{WOUT-1}{1'b1}}};
    end
    else begin
        dout = din[19:8];
    end
end
endmodule
module tf_multi #(
    parameter WD   = 12,
    parameter WNRD = 9
)(
    input  signed [WD-1:0]   din_re,
    input  signed [WD-1:0]   din_im,
    input  signed [WNRD-1:0] wnr_re,
    input  signed [WNRD-1:0] wnr_im,
    output signed [WD-1:0]   dout_re,
    output signed [WD-1:0]   dout_im
);
    wire signed [WD+WNRD-1:0] m0, m1, m2, m3;
    assign m0 = din_re * wnr_re;
    assign m1 = din_im * wnr_im;
    assign m2 = din_re * wnr_im;
    assign m3 = din_im * wnr_re;
    wire signed [WD+WNRD:0] s0, s1;
    assign s0 = m0 - m1;     
    assign s1 = m2 + m3;     
    s_sat_22_12 sat0
    (
        .din(s0),
        .dout(dout_re)
    );
    s_sat_22_12 sat1
    (
        .din(s1),
        .dout(dout_im)
    );
endmodule
--- design/flow/config.mk ---
export PLATFORM = sky130hd
export DESIGN_NAME = fft_16
export DESIGN_NICKNAME = fft_16
export VERILOG_FILES = /design/flow/design.v
export SDC_FILE = /design/flow/constraint.sdc
export NUM_CORES = 4
export LEC_CHECK = 1
export CORE_UTILIZATION = 30
--- design/flow/constraint.sdc ---
current_design fft_16

set clk_period 30.0
set clk_io_pct 0.2

create_clock -name clk0 -period $clk_period [get_ports {clk}]

set non_clock_inputs [all_inputs -no_clocks]
set_input_delay [expr $clk_period * $clk_io_pct] -clock clk0 $non_clock_inputs
set_output_delay [expr $clk_period * $clk_io_pct] -clock clk0 [all_outputs]
==> changes_impl.md <==
### Physical design

- Status: finished, final reports clean
- Hold Buf Count CTS: 0
- Share of cells above drive strength 1: 4.83%
- Req. time, crit path: 30.58 ns
- Clock tree sinks: 460
- Slowest CP cell: or4b_2
- Final Max Slew Viols: 0
- CTS tree: yes
- Min-delay src: d3_re[0][2]
- Period minus WS final: between 15 and 20 ns
- Seq cells post-synth: 460
- Post-synth EDFFs: 0
- YS warnings: 15
- Gp weighted congestion: 0.946
- Startpoint types: primary input
- First-pass GRT wire length: 212000 microns
- Post_cts resized: 0
- Crit Path Class: in2reg
- Slew of the pin with the lowest slew margin: 1.13 ns
- Vias in the first global route: 38500
- Ys cells: roughly 5800
- Yosys chip area: 51800 sq um
- Worst-skew pair later-pin latency: ~0.67 ns
- DR iter-0 viols: 1748
- Avg Cell Area, Syn: between 8 and 9 sq um
- Port-buffer cells: ~50
- R2R depth: 32
- Worst hold margin: 0.411 ns
- I/O pin count: slightly above 50
- Max Clock Freq: 63.8 MHz
- Worst Hold Path EP: d3_re[1][2]
- Wire length per cell: 16.0 microns
- Synth Instances: 5776
- Final hold viol count: 0
- Worst Setup SP: sin_re[1]
- Num CTS Buffers: 53
- H-Tree Depth: 2
- Fill cells: 17500
- Area Overhead vs Synth: 9.96%
- CP most frequent cell: fa_1
- Drt pass-1 iters: 6
- Max-Cap Viols: 0
- Setup Buffers After CTS: 0
- Clk slew on worst S/H paths: 0.06 ns
- Post-synth cell types: 97
- Post-route ant nets: 0
- Die extent in x: roughly 420 microns
- Final period util: between 50% and 60%
- Via density: 4.62
- Asr flop ratio synth: 0%
- Die Size: 174000 sq um
- CP peak stage delay: 0.62 ns
- Core area: between 150000 and 200000 sq um
- CTS root buffer: clkbuf_16
- Post-DP HPWL: 104000 microns
- R2r startpoint: d2_re[3][0]
- Reg2reg setup slack: roughly 19 ns
- Crit path DAT: 16.25 ns
- Worst Hold Depth: 1
- Total negative slack: 0 ns
- Seq/Total Area, Yosys: 17.8%
- Initial Utilization: 30.2%
- Rows: 152
- # DRC: 0
- Crit path max fanout: 11
- RSZ-0062 raised after global routing: no
- Commonest Layout Cell: inv_1
- Clock buffer depth: 3
- GRT Util Overall: 15.9%
- Tool Warnings: 129
- Routed via count: 37500
- Total grt overflow: 0
- RR Endpoint: stage2_out_re[10]
- Slew HR: between 20 and 25%
- Dominant flop cell: dfxtp_1
- Final setup viols: 0
- Min-delay worst type: reg2reg
- Crit end category: flip-flop
- Total wire length: 129000 microns
- DIE HEIGHT: 418 microns
- Most common logic cells in the final layout: 1057 x inv_1, 718 x fa_1, 575 x ha_1
- Clk_skew: 0.0320 ns
- Synthesized cell area: 51800 sq um
- Antenna violations before repair: 2
- Largest net degree at the start of global routing: between 90 and 100
-- layer usage --
layer	vias up	part of all wire [%]	global-route usage (%)
met5	-	0.22	1.19
met1	17900	44	22.2
li1	18400	-	-
met2	933	44	24.4
met4	6	2.5	3.14
met3	150	8.7	5.58
-- worst max-delay path, delay by kind of cell --
family	cells	cell delay [ns]
adder cells (fa/ha/maj)	9	3.89
AND-OR/OR-AND	17	3.58
buffers and inverters	6	1.13
AND/OR/NAND/NOR	6	1.11
XOR/XNOR	1	0.54
-- cells in the mapped netlist (all sizes together) (17+ instances only) --
master / n / area (sq um)
a221oi: 53 / 464
nor2: 443 / 1670
and3: 18 / 113
a21boi: 20 / 150
and2: 285 / 1780
inv: 1058 / 3970
a211oi: 48 / 378
a21oi: 367 / 1850
clkbuf: 213 / 800
nor2b: 44 / 275
fa: 718 / 14400
o21bai: 41 / 312
maj3: 49 / 490
o211ai: 19 / 158
dfxtp: 460 / 9210
nand2: 267 / 1000
nand2b: 95 / 594
xor2: 61 / 534
o22ai: 49 / 307
nand3: 31 / 160
a21o: 27 / 203
ha: 575 / 7190
or3: 17 / 106
nor3: 59 / 295
o21ai: 282 / 1410
xnor2: 191 / 1670
or2: 32 / 200
o21a: 26 / 195
-- final cells by class --
class                   instances  area, sq um  share of cell area, %
multi-input cells            4022        37800                   66.3
flip-flops and latches        460         9220                   16.2
inverters                    1065         4000                   7.02
well taps                    2310         2890                   5.07
clock buffers                  69         1470                   2.57
repair buffers                149         1250                   2.19
clock inverters                28          373                  0.654
diodes                          2         5.00                0.00878
-- sequential cells by signal (all words and copies together) (netlist names) --
signal         count
stage2_out_im     12
d4_im             12
d1_im             96
stage1_out_im     12
stage4_out_im     12
stage3_out_re     12
d4_re             12
stage1_out_re     12
stage2_out_re     12
d3_im             24
stage3_out_im     12
d1_re             96
stage4_out_re     12
d3_re             24
count              4
d2_re             48
d2_im             48
-- worst max-delay path by stage --
stage	end	slack (ns)	cells after the start
5_1_grt	stage1_out_re[2]	13.51	37
4_1_cts	stage1_out_re[4]	14.36	39
6_report	stage1_out_re[4]	14.33	39
-- kinds of logic (layout without fill, tap and decap cells) --
logic type | Yosys count | after routing | synth area share (%)
other | 0 | 2 | 0
multiplexers | 23 | 23 | 0.502
adder cells (fa/ha/maj) | 1342 | 1342 | 42.6
AND-OR/OR-AND | 1068 | 1068 | 12.8
AND/OR/NAND/NOR | 1337 | 1337 | 12.7
buffers and inverters | 1294 | 1311 | 9.41
flip-flops | 460 | 460 | 17.8
XOR/XNOR | 252 | 252 | 4.26
-- stage by stage --
stage	instance area (sq um)	instances	setup WS [ns]	util, %
2_1_floorplan	51800	5776	14.97	-
3_3_place_gp	55100	8006	13.82	32.1
3_5_place_dp	55100	8006	13.64	32.1
4_1_cts	57000	8103	14.36	33.2
5_1_grt	57000	8104	13.51	33.2
6_report	57000	8105	14.33	33.2
